### ./config.mk
export PLATFORM = sky130hd
export DESIGN_NAME = Q2
export DESIGN_NICKNAME = Q2
export VERILOG_FILES = /design/flow/design.v
export SDC_FILE = /design/flow/constraint.sdc
export NUM_CORES = 4
export LEC_CHECK = 1
export CORE_AREA = 10 10 70 70
export DIE_AREA = 0 0 80 80
### ./constraint.sdc
current_design Q2

set clk_period 1.9
set clk_io_pct 0.2

create_clock -name clk0 -period $clk_period [get_ports {clock}]

set non_clock_inputs [all_inputs -no_clocks]
set_input_delay [expr $clk_period * $clk_io_pct] -clock clk0 $non_clock_inputs
set_output_delay [expr $clk_period * $clk_io_pct] -clock clk0 [all_outputs]
### ./design.v
module Q2(input clock,
			 output logic f,
			 output logic[8:0] count);
	logic[8:0] inputCount;
	logic inputF;
	always_ff @(posedge clock) begin
		f <= inputF;
		count <= inputCount;
	end
	always_comb begin
		if(count==9'd499)
			inputCount = 9'd0;
		else
			inputCount = count + 9'd1;
		if(count>9'd19 && count<9'd90)
			inputF = 1'd0;
		else
			inputF = 1'd1;
	end
endmodule
### ./run.sh
#!/bin/bash
# OpenROAD 26Q1-2900-gdf79404cd8, Yosys 0.63+post, stock flow scripts
make -C /OpenROAD-flow-scripts/flow DESIGN_CONFIG=/design/flow/config.mk WORK_HOME=/design/flow/orfs finish
==> reports/metrics.cfg <==
[run_status]
status=finished clean

[detailed_routing]
vias_per_cell=3.79
antenna_cells=0
drt-wirelength-per-cell_um=10.0
drt_iter0_drc=9
ant_nets=0
drt-total-wl_um=1110
drcViolationCount=0
num_vias=421
dr.pass1.iters=3

[global_routing]
grt_overflow=0
grt_max_degree=13
antenna_found_initial=0
grt_pass1_wl_um=1840
groute.usage.overall_pct=3.59
grt_pass1_vias=388

[clock_network]
htree_levels=1
cts_inserted_buffers=3
cts_tree=built
postCtsSetupBuffers=0
cts.clk_slew.worst_paths_ns=0.06
clock_latency_ns=0.26
cts_resized=0
root_buffer=clkbuf_4
postCtsHoldBufs=0
clock-sinks=10
cts_buffer_depth=2

[sta]
final_hold_viol_count=0
worst_pin_slew_ns=0.418
setup_violations=0
period_needed_ns=1.76
rsz0062_at_grt=false
fin_hold_ws_ns=0.538
finalSetupTns_ns=0
relSlewSlack_pct=72.1
slew_violations=0
layout_setup_ws_ns=0.138
max_freq_mhz=567
period_used_pct=92.7
skew_ns=0.00123

[logic_synthesis]
top_cell_area_share_pct=38.6
yosys_area_um2=519
top_cell=dfxtp_1
edf_count=0
ys_types=29
seq_area_frac_synth_pct=38.6
syn_avg_cell_area_um2=9.62
common_cells=dfxtp_1 (10), nor2_1 (5), nand3_1 (4)
synthCells=54
async_flop_share_pct=0
yosysWarnings=1
yosys.area.top_type=dfxtp_1
area_leaders=dfxtp_1 (39%), nand4bb_4 (5.3%), xnor2_1 (5.1%), nand4_4 (4.1%), nand3_1 (3.9%)
synth-seq-cells=10
synth_top_flop_cell=dfxtp_1
netlist_area_um2=519
yosys_cells=54

[floorplanning]
die_y_um=80
core-area_um2=3420
die_area_um2=6400
rows=21
die_w_um=80
num_io_pins=11
initCoreUtil_pct=15.2

[setup_path]
crit_fanout=12
crit_family=flip-flops
crit_chain=clkdlybuf4s50_1
slowest_stage=dfxtp_1
path_class=register to primary output
worst_path_largest_cell_delay_ns=0.57
r2r_end=count[5]
cp_data_required_time_ns=1.52
rr_worst_depth=4
crit_buf_inv=1
arrival_ns=1.38
r2r-start=count[0]
reg2reg_slack_ns=0.45
start_kind=register
worstSetupEndpointType=primary output

[pwr]
power_frac_comb_pct=0
power.density_nw_per_um2=509
leakage_uw=0.000228
p_sw_uw=66.6
p_sw_share_pct=19.1
pwr-share-seq_pct=60.0
max-vdd-ir-drop_uv=137
p_clk_share_pct=40.0
intPower_uw=282

[run]
max_cap_violations=0
tool_warnings=25

[worst_hold_path]
worstHoldStart=count[0]
hold_path_depth=1
hold_path_end=count[0]
hp-class=register to register

[final_layout]
drive_gt1_share_pct=13.8
area_delta_synth_final_pct=32.0
instances_no_fill=111
fillers=382
final_cell_area_um2=686

[placed_design]
place_congestion=0.778
place_ws_ns=0.398
hpwl_um=840
dpl-instance-area_um2=663
placedCellCount=108
port_buffers=10

[cell type report]
cell class | count | area (um^2) | area share [%]
repair buffers | 11 | 108 | 15.7
multi-input cells | 39 | 290 | 42.3
flip-flops and latches | 10 | 200 | 29.2
inverters | 2 | 7.51 | 1.09
clock buffers | 3 | 22.5 | 3.28
well taps | 46 | 57.6 | 8.39
[metal layers]
metal  global-route usage (%)  wire (um)  share of wire, %  vias up
met5                        0          0                 0        -
met4                    0.528         21               1.9        0
met3                     2.95        145                13        2
met2                     5.38        467                42       10
met1                     3.92        477                43      192
li1                         -          -                 -      217
[power groups by stage]
stage	Combinational [uW]	Sequential, uW	Clock (uW)
CTS	0.000133	209	151
global route	0.000133	209	160
finish	0.000133	210	140
[through the flow]
step	utilization [%]	total power [uW]
finish	20.1	349
CTS	20.1	360
detailed placement	19.4	214
global route	20.1	370
floorplan	-	214
global placement	19.4	214
[worst reg2reg max path: stages (launching register included)]
cell and delay (ns):
dfxtp_1 0.47, ha_1 0.39, nand4bb_4 0.15, nor2_2 0.24
nor3_1 0.09
[flip-flops by register name, indices dropped and copies added, names as in the netlist]
name,flops
count,9
f,1
[cells by family (layout without fill, tap and decap cells)]
group	after synthesis	in the layout	synth area share [%]
adder cells (fa/ha/maj)	1	1	2.41
buffers and inverters	5	16	5.54
flip-flops	10	10	38.6
AND/OR/NAND/NOR	26	26	36.4
XOR/XNOR	3	3	5.06
AND-OR/OR-AND	8	8	10.1
multiplexers	1	1	1.93
[cells in the final DEF (no fill, tap or decap), drive strengths merged, types with 2 or more instances in the layout]
master / n
clkbuf: 3
nand4: 3
nor2: 6
or3: 2
nor2b: 2
clkdlybuf4s50: 10
nand3: 5
xnor2: 3
dfxtp: 10
nand2: 2
inv: 2
o21ai: 3
[how the worst max path moves through the flow]
stage             from       end  cells after the start
CTS           count[2]  count[2]                      1
finish        count[2]  count[2]                      1
global route  count[2]  count[2]                      1
Power and IR drop assume default switching activity.
