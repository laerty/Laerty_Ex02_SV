===== flow/design.v =====
module Q1(input swap, enable, clock,
			 output logic[3:0] outputUp, outputDown);
	logic[3:0] inputUp, inputDown, inputEnableUp, inputEnableDown;
	always_ff @(posedge clock) begin
		outputUp <= inputUp;
		outputDown <= inputDown;
	end
	always_comb begin
		if(swap) begin
			inputEnableUp <= outputDown;
			inputEnableDown <= outputUp;
		end
		else begin
			inputEnableUp <= outputUp + 4'd1;
			inputEnableDown <= outputDown - 4'd1;
		end
		if(enable) begin
			inputUp <= inputEnableUp;
			inputDown <= inputEnableDown;
		end
		else begin
			inputUp <= outputUp;
			inputDown <= outputDown;
		end
	end
endmodule

===== flow/run.sh =====
#!/bin/bash
# OpenROAD 26Q1-2900-gdf79404cd8, Yosys 0.63+post, stock flow scripts
make -C /OpenROAD-flow-scripts/flow DESIGN_CONFIG=/design/flow/config.mk WORK_HOME=/design/flow/orfs finish

===== flow/config.mk =====
export PLATFORM = sky130hd
export DESIGN_NAME = Q1
export DESIGN_NICKNAME = Q1
export VERILOG_FILES = /design/flow/design.v
export SDC_FILE = /design/flow/constraint.sdc
export NUM_CORES = 4
export LEC_CHECK = 1
export CORE_AREA = 10 10 73 73
export DIE_AREA = 0 0 83 83

===== flow/constraint.sdc =====
current_design Q1

set clk_period 2.5
set clk_io_pct 0.2

create_clock -name clk0 -period $clk_period [get_ports {clock}]

set non_clock_inputs [all_inputs -no_clocks]
set_input_delay [expr $clk_period * $clk_io_pct] -clock clk0 $non_clock_inputs
set_output_delay [expr $clk_period * $clk_io_pct] -clock clk0 [all_outputs]

==> flow_summary.toml <==
# yosys + openroad results
[global_routing]
antenna_found_initial = 0
grt_pass1_wl_um = 1460
grt_max_degree = 13
grt_pass1_vias = 288
grt_overflow = 0
grt_usage = 0.0256

[power_and_ir_drop]
p_leak_nw = 0.218
cellPowerDensity_mw_per_mm2 = 653
ir_worst_vdd_mv = 0.124

[floorplan]
dieArea_mm2 = 0.00689
core_area_mm2 = 0.00374
fp_util = 0.110
ios = 11
die_w_um = 83
row_count = 22
fp.dieH_um = 83

[synth]
yosysTopAreaCellShare = 0.582
yosysChipArea_um2 = 413
ys_sh_mux = 0.106
top_area_cell = "edfxtp_1"
synthXorXnorAreaFrac = 0.0848
synthTopCellsByArea = "edfxtp_1 (58%), mux2_2 (8.2%), ha_1 (6.1%)"
synthArstFlopShare = 0
ys_warn_count = 1
synth-simple-area-share = 0.0727
synth_area_per_cell_um2 = 12.9
ys_cells = 32
synth.logic.top_family = "multiplexers"
flop_cell = "edfxtp_1"
ys_sh_aoi = 0.0485
yosysSeqAreaShare = 0.582
top_cells_by_count = "edfxtp_1 (8), nand2_1 (4), o21ai_0 (4)"
syn_inst = 32
synth-edff-count = 8
ys_sh_adder = 0.0606
syn_area_um2 = 413
ys_types = 12
synth-seq-cells = 8
synth.most_common_cell = "edfxtp_1"

[sta]
max_freq_mhz = 605
finalClockSkew_ps = 1.06
slew_viol_final = 0
min_period_ps = 1650
finalSetupViolations = 0
tns_ps = 0
holdWs_ps = 639
hold_violations = 0
rsz0062_at_grt = "false"
worst_slew_pin_slew_ps = 407
relSlewSlack = 0.728
period_used_share = 0.661

[critical_path]
end_kind = "primary output"
cp.depth = 1
r2r-start = "outputUp[0]"
worstPathCellList = "clkdlybuf4s50_1"
criticalPathCategory = "reg -> out"
critical-path-top-delay-family = "buffers and inverters"
r2r_cells = 2
crit_arrival_ps = 1150
setup.worst_path.start = "outputUp[0]"
slowest_stage = "clkdlybuf4s50_1"
critPathMaxFanout = 5
critical_path_buf_inv_count = 1
start_kind = "register"
cp_slowest_stage_delay_ps = 510
worstPathRequired_ps = 2000

[clock_tree]
cts_root_buffer = "clkbuf_8"
clk_pin_slew_worst_paths_ps = 40
cts_max_level = 1
cts_resized = 0
numCtsBuffers = 3
clkLatencyLatePin_ps = 220
cts_tree = "yes"
cts_sinks = 8
cts_setup_buffers = 0
cts.hold.buffers_added = 0
cts_max_path_buffers = 2

[final_layout]
final_cells = 92
fillers = 422
area_delta_synth_final_pct = 47.0
final_area_um2 = 607
postLayoutCoreUtil = 0.162
drive_gt1_frac = 0.159

[detailed_routing]
ant_nets = 0
wl_um = 883
diodes = 0
viasPerCell = 3.09
drt_iter0_drc = 37
drc = 0
dr_total_vias = 284
wl_per_cell_um = 9.60
dr.pass1.iters = 4

[place]
io_buffer_count = 10
dp_hpwl_um = 687
gp_congestion = 0.786
placed_area_um2 = 566
dpl.cell_count = 89

[run_status]
status = "complete, no violations"

[run]
timing.max_cap.violations = 0
warnings = 25

[worst_hold_path]
hold_start = "outputDown[3]"
hold_depth = 2
min_path_type = "reg -> reg"
-- cell usage in the layout (no fill, tap or decap) --
cell | netlist | routed
xor2_1 | 2 | 2
inv_1 | 3 | 3
ha_1 | 2 | 2
mux2_2 | 3 | 3
xnor2_1 | 2 | 2
o21ai_0 | 4 | 4
nand3_1 | 1 | 1
clkbuf_8 | 0 | 3
clkdlybuf4s50_1 | 0 | 10
nor3_2 | 1 | 1
mux2i_1 | 1 | 1
edfxtp_1 | 8 | 8
nand2_1 | 4 | 4
-- report_power, final --
part           switching [mW]  internal (mW)
clock network          0.0465          0.104
registers              0.0154          0.168
logic                  0.0202         0.0422
total                  0.0821          0.314
-- layer usage --
layer,vias to the layer above,part of all wire,routed length (um),GRT usage
met4,0,0.046,41,0.0138
met1,135,0.40,355,0.0301
met3,2,0.049,43,0.00787
li1,137,-,-,-
met2,10,0.50,443,0.0405
met5,-,0,0,0
-- flip-flops by register name, indices dropped and copies added, names as in the netlist --
register and count:
outputUp 4, outputDown 4
-- through the flow --
stage / power (mW) / setup WS (ps)
4_1_cts: 0.404 / 828
3_3_place_gp: 0.249 / 651
6_report: 0.396 / 847
2_1_floorplan: 0.210 / 1300
3_5_place_dp: 0.250 / 652
5_1_grt: 0.425 / 789
-- path summary, 6_finish.rpt --
| check | end | slack [ps] |
|---|---|---|
| setup / recovery | outputUp[0] | 850 |
| hold / removal | outputUp[3] | 640 |
| setup reg to reg | outputUp[1] | 1230 |
| hold reg to reg | outputUp[3] | 640 |
-- layout make-up --
cell class | instances | area [um^2] | share of cell area
repair buffers | 10 | 100 | 0.165
flip-flops and latches | 8 | 240 | 0.396
clock buffers | 3 | 41.3 | 0.0680
multi-input cells | 20 | 154 | 0.254
well taps | 48 | 60.1 | 0.0990
inverters | 3 | 11.3 | 0.0186
-- logic make-up after synthesis --
family	Yosys count
adders and majority gates	2
muxes	4
and+or+nand+nor	6
buffers and inverters	4
xor gates and xnor gates	4
DFF	8
AOI/OAI and AO/OA	4
Power is estimated from default activity; no workload was simulated.
