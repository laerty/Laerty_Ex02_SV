**design/flow/design.v**
```verilog
module Q10(input clock,
	        output logic s1, s2);
    logic[12:0] cont;
    always_ff @(negedge clock) begin
		  if(cont == 13'd4599)
            cont <= 13'd0;
        else
            cont <= cont + 13'd1;
        if(cont>=13'd3849 && cont<13'd4149)
            s1 <= 13'd0;
        else
            s1 <= 13'd1;
        if(cont>=13'd3199 && cont<13'd3799)
            s2 <= 13'd0;
        else
            s2 <= 13'd1;
    end
endmodule
```
**design/flow/run.sh**
```bash
#!/bin/bash
# OpenROAD 26Q1-2900-gdf79404cd8, Yosys 0.63+post, stock flow scripts
make -C /OpenROAD-flow-scripts/flow DESIGN_CONFIG=/design/flow/config.mk WORK_HOME=/design/flow/orfs finish
```
**design/flow/config.mk**
```make
export PLATFORM = sky130hd
export DESIGN_NAME = Q10
export DESIGN_NICKNAME = Q10
export VERILOG_FILES = /design/flow/design.v
export SDC_FILE = /design/flow/constraint.sdc
export NUM_CORES = 4
export LEC_CHECK = 1
export CORE_AREA = 10 10 74 74
export DIE_AREA = 0 0 84 84
```
**design/flow/constraint.sdc**
```tcl
current_design Q10

set clk_period 2.6
set clk_io_pct 0.2

create_clock -name clk0 -period $clk_period [get_ports {clock}]

set non_clock_inputs [all_inputs -no_clocks]
set_input_delay [expr $clk_period * $clk_io_pct] -clock clk0 $non_clock_inputs
set_output_delay [expr $clk_period * $clk_io_pct] -clock clk0 [all_outputs]
```
==> results.txt <==
The flow run is done. The run finished with clean final reports. After legalization and detailed placement, the total HPWL measured 879 µm. By instance count, the leading cell after synthesis is sky130_fd_sc_hd__dfxtp_1. Placed instance area landed at 796 µm². For this run, the number of Yosys warnings is 1.

The final weighted congestion recorded by global placement is 0.830. Setup repair after global routing left no endpoint under its margin. The cell type that accounts for the most area after synthesis is sky130_fd_sc_hd__dfxtp_1.

Summed over all nets, wire length on met2 after detailed routing comes to 531 µm. Combinational logic burns 0% of the power. Number of antenna violations at the first check in global routing landed at 0. Once layout is complete, the utilization of the core stands at between 20 and 25%. For this block, wires on met1 add up to approximately 710 µm.

Entering global routing, the biggest net connects 10 pins. The synthesis report gives the async set-or-reset register share as 0%. Instance tally after logic synthesis landed at 85. Die outline width landed at about 84 µm. The synthesis report names the predominant flop master as sky130_fd_sc_hd__dfxtp_1. Per STA, the worst path accumulates the most delay in the family flip-flops. The detail route stage leaves a number of antenna-violating nets equal to 0. Yosys reported a register bit count of 15. The average instance in the mapped netlist occupies 8.96 µm². Total iterations of the first detailed-routing run landed at 4.

Maximum level of the CTS H-tree landed at 1. Sequential elements use 39.4% of the synthesized area. For this run, the detailed router reports a per-instance via density of 4.12. Slew at the pin with the worst max-slew slack landed at 510 ps. Routed length per instance landed at 9.00 µm. Hold-check failures listed in the final report amount to 0.

Maximum fanout encountered on the critical timing path landed at 1. Number of diodes added for antenna fixing landed at 0. Wire length on met3 landed at 100 µm.

Switching power as a fraction of the total was reported as between 20% and 30%. Setup total negative slack on the finished layout was measured at 0 ps. Part of the total power dissipated in the clock network landed at 53.5%.

Counting the buffers created by CTS gives 3. Data required time of the worst path landed at between 2000 and 2500 ps. In this run the biggest area consumer among cell types represents between 30% and 40% of the synthesized area. The share of total power dissipated in sequential elements is 46.5%. Number of different library cells in the post-synthesis netlist landed at 29. The path class of the tightest hold or removal check is flip-flop to flip-flop. 3 I/O pins were placed. STA classifies the critical path endpoint as an output pin.

The finished cells cover ~880 µm². The highest metal layer carrying signal wires in the routed design is met4. The tree is rooted in a sky130_fd_sc_hd__clkbuf_8. Per the detail_route report, the via count comes to between 600 and 700. Per the OpenROAD power report, leakage power amounts to 0.384 nW. The first global-routing pass estimated 2350 µm of wire. Yosys reports that the most numerous cell types are sky130_fd_sc_hd__dfxtp_1, sky130_fd_sc_hd__nor2_1, sky130_fd_sc_hd__nand2_1. The number of warnings reported in the stage logs is 41. The via count of the first global-routing pass is 586. The report lists the cells along the critical path as buf_2. For this design, Yosys synthesis ends with a cell count of around 85. Net switching power landed at 0.132 mW. STA classifies the critical path startpoint as a flip-flop.

According to the floorplan report, the die height is 84 µm. From synthesis to final layout, the design area changed by 15.9%. Deepest clock path buffer count landed at 2.

After synthesis, the cell types taking the most area are sky130_fd_sc_hd__dfxtp_1, sky130_fd_sc_hd__xor2_1, sky130_fd_sc_hd__nor2_1. Placeable core region landed at 0.00397 mm². Global routing consumed, over all layers together, 3.76% of the routing resources. Counting pins that exceed their max-slew limit in the final report gives 0. Setup violations remaining at the end of the flow were counted as 0. Post-synthesis instance area landed at 762 µm². Total grt overflow landed at 0. Yosys reports a chip area of around 760 µm². Arrival time at the worst endpoint landed at 1990 ps. Number of maximum-capacitance constraint violations landed at 0. At the floorplan stage, the core utilization is reported as a little under a fifth.

Across all checked pins, the minimum headroom to the slew limit is 65.7%. For this design, the sink count on the clock tree is 15. TritonCTS built the clock tree. Number of I/O port buffers landed at 2. Wires add up to 1350 µm. Maximum resistive drop on vdd landed at 0.184 mV.

DRC violation count after routing landed at 0. Number of flops mapped to enable cells by yosys landed at 0. Internal cell power landed at 0.367 mW. Per STA, the highest per-stage delay on the worst path measures 280 ps. Number of DRC markers in iteration 0 landed at 57. Sum of internal, switching and leakage power landed at ~0.5 mW.

Buffering stage count on the worst path with inverters included landed at 1. The skew report gives the latency at the later pin of the worst-skew pair as ~320 ps. Across the routed clock network, the largest skew measured is 9.55 ps.

The worst setup path is of the flip-flop to output pin kind. Area enclosed by the die boundary landed at a little over 0.007 mm². Ratio of total power to cell area landed at 565 mW/mm². Ratio of cells with drive above 1 in the final layout landed at between 10% and 20%. The slowest stage of the critical path is the sky130_fd_sc_hd__dfxtp_1 cell. Post-CTS clock slew at the launch and capture registers of the worst setup and hold paths landed at 30 ps.

The initialized floorplan defines 23 standard-cell rows. The number of hold buffers added after CTS was 0.
sequential cells by signal, summed over array words and instances, names as in the netlist:
name / cells
s1: 1
s2: 1
cont: 13
metal layers:
layer,global-route usage (%),vias up
met1,4.52,270
met5,0,-
met4,1.67,0
met2,5.09,15
met3,2.46,2
li1,-,331
layout by cell type (no fill, tap or decap), types with 2 or more instances in the layout:
| master | count |
|---|---|
| sky130_fd_sc_hd__inv_1 | 17 |
| sky130_fd_sc_hd__dfxtp_1 | 15 |
| sky130_fd_sc_hd__nor3_1 | 5 |
| sky130_fd_sc_hd__or3_1 | 2 |
| sky130_fd_sc_hd__or4_1 | 2 |
| sky130_fd_sc_hd__nand3_1 | 4 |
| sky130_fd_sc_hd__clkbuf_8 | 3 |
| sky130_fd_sc_hd__xnor2_1 | 2 |
| sky130_fd_sc_hd__nor2_1 | 10 |
| sky130_fd_sc_hd__o21ai_0 | 4 |
| sky130_fd_sc_hd__buf_2 | 2 |
| sky130_fd_sc_hd__xor2_1 | 5 |
| sky130_fd_sc_hd__nand3b_1 | 2 |
| sky130_fd_sc_hd__nand2_1 | 6 |
| sky130_fd_sc_hd__nand4_1 | 3 |
| sky130_fd_sc_hd__a21oi_1 | 4 |
| sky130_fd_sc_hd__ha_1 | 2 |
final timing paths:
path,startpoint,end,slack (ps),depth (start not counted)
min,cont[11]$_SDFF_NN0_,cont[11]$_SDFF_NN0_,490,1
min reg2reg,cont[11]$_SDFF_NN0_,cont[11]$_SDFF_NN0_,490,1
max reg2reg,cont[0]$_SDFF_NN0_,cont[7]$_SDFF_NN0_,810,5
max,s1$_DFF_N_,s1,90,1
stage by stage:
stage          std cells  setup WS (ps)  hold WS (ps)
3_3_place_gp         132           37.0           474
4_1_cts              150           73.7           490
5_1_grt              150           39.0           512
3_5_place_dp         132           37.3           483
6_report             150           86.6           487
2_1_floorplan         85            518           455
cells by family after synthesis:
logic type / count (synthesis) / synth area share [%]
buffers and inverters: 7 / 7.39
AOI/OAI and AO/OA: 14 / 10.8
and+or+nand+nor: 40 / 31.0
adders and majority gates: 2 / 3.28
DFF: 15 / 39.4
xor gates and xnor gates: 7 / 8.05
worst register-to-register path, delay by kind of cell (launching register included):
| kind | cells | cell delay [ps] |
|---|---|---|
| fa+ha+maj | 1 | 270 |
| simple gates | 3 | 890 |
| compound gates | 1 | 70 |
| flops | 1 | 430 |
power groups by stage:
stage                 Clock [mW]  Sequential [mW]  Combinational (mW)
after CTS                  0.284            0.232         0.000000156
after global routing       0.317            0.231         0.000000156
final                      0.267            0.232         0.000000156
layout make-up:
class                      count  area, µm²
clock buffer                   3       41.3
clock inverter                16       60.1
fill                         435       3090
inverter                       1       3.75
multi-input combinational     63        405
sequential                    15        300
tap                           50       62.6
timing repair buffer           2       10.0
what timing repair did:
item                                    4_1_cts  5_1_grt
buffers inserted                              0        0
resized                                       6        0
endpoints found under the setup margin        2        0
Power and IR drop assume default switching activity.
